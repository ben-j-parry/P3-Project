==> ./config.mk <==
export PLATFORM = sky130hd
export DESIGN_NAME = signed_unsigned_mult
export DESIGN_NICKNAME = signed_unsigned_mult
export VERILOG_FILES = /design/flow/design.v
export SDC_FILE = /design/flow/constraint.sdc
export NUM_CORES = 4
export LEC_CHECK = 1
export CORE_UTILIZATION = 50
==> ./constraint.sdc <==
current_design signed_unsigned_mult

set clk_period 37.2
set clk_io_pct 0.2

create_clock -name clk0 -period $clk_period

set non_clock_inputs [all_inputs -no_clocks]
set_input_delay [expr $clk_period * $clk_io_pct] -clock clk0 $non_clock_inputs
set_output_delay [expr $clk_period * $clk_io_pct] -clock clk0 [all_outputs]
==> ./design.v <==
module signed_mult (
    output logic signed [63:0] prod,
    input logic signed [31:0] A, B
);
    assign prod = A * B;
endmodule
module signed_unsigned_mult (
    output logic signed [63:0] prod,
    input logic signed [31:0] A,
    input logic [31:0] B
);
    assign prod = A * B;
endmodule
module unsigned_mult (
     output logic [63:0] prod,
    input logic [31:0] A, B
);
    assign prod = A * B;
endmodule
module muldiv #(parameter DWIDTH) (
    output logic [DWIDTH-1:0] MDOut,
    input logic [DWIDTH-1:0] A, B,
    input logic [2:0] MDFunc,
	input logic mulEn
);
logic [63:0] prods, prodsu, produ;
    signed_mult MUL(.prod(prods), .A(A), .B(B));
    unsigned_mult MULHU(.prod(produ), .A(A), .B(B));
    signed_unsigned_mult MULHSU(.prod(prodsu), .A(A), .B(B));
always_comb
begin
	MDOut = '0;
if (mulEn)
begin
    case (MDFunc)
        3'b000:  
        begin
            MDOut = prods[31:0];
        end
        3'b001:  
        begin
            MDOut = prods[60:29];
        end
        3'b010:  
        begin
            MDOut = prodsu[63:32];      
        end
        3'b011:  
        begin
            MDOut = produ[63:32];
        end
       default: MDOut = '0;
    endcase
end
end
endmodule
==> ./run.sh <==
#!/bin/bash
# OpenROAD 26Q1-2900-gdf79404cd8, Yosys 0.63+post, stock flow scripts
make -C /OpenROAD-flow-scripts/flow DESIGN_CONFIG=/design/flow/config.mk WORK_HOME=/design/flow/orfs finish
==> results.txt <==
fresh numbers from the pnr run: outcome=complete, no violations, Initial Util=50.6%, clk_buf instances=0, period utilization=65.0%, Chip Width=260 um, slowest stage delay, CP=0.64 ns, Top Ports=128, Worst setup EP type=output port, CTS Hold Bufs=0, number of global-route vias before repair=26120, Worst-Margin Slew=0.973 ns, Finished Layout Cells=4538, setup TNS=0 ns, crit path max fanout=32, Hold Slack=16.10 ns, setup ws final=13.03 ns, Yosys Chip Area=33300 um^2, Mean Syn Cell Area=9.02 um^2, largest net degree at the start of global routing=33, WL/cell=19.8 um, Antenna diodes=0, CP startpoint kind=input pin, Synth Warn #=0, chip area=67700 um^2, combinational gate area=29200 um^2, DP Cell Count=4538, pre-CTS setup slack=13.18 ns, Cell Type Count=56, Area growth syn-to-layout=6.14%, Fin. Hold Viols=0, Req. time, crit path=29.76 ns, Fmax=0.0414 GHz, Mapped Cells=3697, drt drc=0, Critical Path Most Common Cell=fa_1, slowest stage cell on the critical path=a21oi_1, initial antenna violation count=2, Vias/cell=5.16, Max-slew headroom=35.1%, first-pass GRT wire length=147 mm, most frequent cell after synthesis=fa_1, RSZ-0062 raised after global routing=false, Worst Hold Class=input pin to output port, DRT Pass-1 Iters=5, crit path time final=24.17 ns, seq_cells=0, Total GRT Usage=31.2%, Tool Warnings=32, Main area contributors=fa_1, and2_1, ha_1, post-route ant nets=0, post-synth top area share=53.8%, post-DP HPWL=72.5 mm, max-cap check violation count=0, GP Congestion=0.953, # fillers=6106, row count=94, Core ar.=65900 um^2, Post-Syn Area=33300 um^2, vias=23410, Die H=260 um, Post-synth seq share=0%, critical setup path kind=input pin to output port, GRT overflow=0, CTS resizes=0, ratio of cells with drive above 1 in the final layout=2.45%, Critical Path, Cell by Cell=clkdlybuf4s50_1, buf_4, nand2_1, fa_1, fa_1, fa_1, fa_1, inv_1, fa_1, fa_1, fa_1, fa_1, ha_1, a21oi_1, o21ai_0, nor2_1, o221ai_1, a21oi_1, o41ai_2, a31o_2, a221oi_2, xnor2_1, clkdlybuf4s50_1, ys cells=3697, FF+latch area=0 um^2, post-CTS setup buffer count=0, Post-Route WL=90.0 mm, dominant cell type by area after synthesis=fa_1, arrival time worst endpoint=16.73 ns, number of DRC markers in iteration 0=735, synth cell count leaders=fa_1, inv_1, and2_1, final setup fails=0, port bufs=128, Final Max Slew Viols=0
## critical path: cells and delay by family
kind | cells | cell delay [ns]
adders and majority gates | 9 | 4.59
AOI/OAI and AO/OA | 7 | 2.44
buffers and inverters | 4 | 1.39
and+or+nand+nor | 2 | 0.65
xor gates and xnor gates | 1 | 0.16
## final cells by class
cell class,instances,share of cell area [%]
inverter,869,9.22
multi-input combinational,2607,82.6
tap,864,3.06
timing repair buffer,198,5.10
## worst paths after layout
path | depth (start not counted) | end | start
max | 23 | prod[62] | A[21]
min | 4 | prod[0] | A[0]
## metrics by stage
stage               utilization [%]  cell area, um^2
floorplan                         -            33300
CTS                            53.7            35400
finish                         53.7            35400
detailed placement             53.7            35400
global placement               53.7            35400
global route                   53.7            35400
## routing by layer
layer,up-vias,wire length (um),GRT usage (%)
li1,10611,-,-
met1,11705,35700,45.1
met2,1006,38100,42.3
met3,80,14500,20.7
met4,8,1380,3.75
met5,-,379,3.85
## cells in the final DEF (no fill, tap or decap), types with 38 or more instances in the layout
master and count:
o21ai_0 46, inv_1 869, fa_1 896, nand2_1 484, ha_1 263, clkdlybuf4s50_1 128, buf_4 69, xnor2_1 38
and2_1 599, a21oi_1 81
## cells by family (layout without fill, tap and decap cells)
family	count (synthesis)	in the layout	synth area share [%]
adders and majority gates	1159	1159	63.7
and+or+nand+nor	1171	1171	18.1
buffers and inverters	1090	1067	12.3
xor gates and xnor gates	63	63	1.66
AOI/OAI and AO/OA	214	214	4.23
